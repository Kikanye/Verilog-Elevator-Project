==> design.v <==
module elevator_control(clock, input_floor, out_request_floor, In_floor, out_current_floor, reset, direction, led2);
input [3:0] input_floor;  
input clock;
output reg[6:0] out_request_floor;
reg[3:0] request_floor;
input In_floor;
reg[3:0] current_floor;
output reg[6:0] out_current_floor;
output reg [27:0] direction;
output reg led2;
reg complete;
input reset;
always @ (posedge In_floor)
	casex(request_floor)
		4'bxxxx: if(input_floor[0]) request_floor=4'b0001;
		else if(input_floor[1]) request_floor=4'b0010;
		else if (input_floor[2]) request_floor=4'b0011;
		else if (input_floor[3]) request_floor=4'b0100;
	endcase
always @ (request_floor)
	begin
		case(request_floor)
			4'b0001:out_request_floor=7'b1001111;  
			4'b0010:out_request_floor=7'b0010010;  
			4'b0011:out_request_floor=7'b0000110;  
			4'b0100:out_request_floor=7'b1001100;  
			4'b0:out_request_floor=7'b1111110;  
		endcase
	end 
always @ (current_floor)
	begin
		case(current_floor)
			4'b0001:out_current_floor=7'b1001111;  
			4'b0010:out_current_floor=7'b0010010;  
			4'b0011:out_current_floor=7'b0000110;  
			4'b0100:out_current_floor=7'b1001100;  
			4'b0:out_current_floor=7'b1111110;  
		endcase
	end
reg [27:0] count2;
initial count2=0;	
always @(negedge clock)
	 begin
count2=count2+1'b1;
led2=count2[27];
			 if (request_floor>current_floor)
				 begin
				  direction=28'b1111111111111100110001000001; 
				  if(led2)
				  begin
				  current_floor <= current_floor+3'b1;
				  count2=0;
				  end
				 end
			 else if(request_floor<current_floor)
				begin
				  direction=28'b0011000100000100010010000001; 
				  if(led2)
				  begin
				  current_floor <= current_floor-3'b1;
				  count2=0;
				  end
				end
			 else if(request_floor == current_floor)
				 begin
				  complete=1'b1;
				  direction=28'b0001001000000111111111111111;
				 end
		end
endmodule		
==> run.sh <==
#!/bin/bash
# OpenROAD 26Q1-2900-gdf79404cd8, Yosys 0.63+post, stock flow scripts
make -C /OpenROAD-flow-scripts/flow DESIGN_CONFIG=/design/flow/config.mk WORK_HOME=/design/flow/orfs finish
==> config.mk <==
export PLATFORM = sky130hd
export DESIGN_NAME = elevator_control
export DESIGN_NICKNAME = elevator_control
export VERILOG_FILES = /design/flow/design.v
export SDC_FILE = /design/flow/constraint.sdc
export NUM_CORES = 4
export LEC_CHECK = 1
export CORE_UTILIZATION = 50
==> constraint.sdc <==
current_design elevator_control

set clk_period 2.0
set clk_io_pct 0.2

create_clock -name clk0 -period $clk_period [get_ports {In_floor}]
create_clock -name clk1 -period $clk_period [get_ports {clock}]

set non_clock_inputs [all_inputs -no_clocks]
set_input_delay [expr $clk_period * $clk_io_pct] -clock clk0 $non_clock_inputs
set_output_delay [expr $clk_period * $clk_io_pct] -clock clk0 [all_outputs]
==> CHANGELOG.md <==
### Metrics

- Fin cells: 427
- Crit Path Max Fanout: 6
- Worst EP arrival: 1870 ps
- P_leak: 1.70 nW
- Initial antenna violation count: 0
- Crit Reg-Reg Endpoint: count2[6]
- DRC viols: 0
- Hold path start: count2[27]
- Area Overhead vs Synth: 52.6%
- Count of unclocked register or latch pins: 12
- VDD IR max: 0.000699 V
- Critical Path Source Type: register
- Drt wl/cell: 11.0 um
- Antenna Cells: 0
- Design Power: 2.39 mW
- Status: finished with violations
- Yosys synthesis chip area: 2250 um^2
- Switching power total: 697 uW
- Reg2Reg Depth: 11
- Die Wd: 69.0 um
- Worst Skew: 19.2 ps
- Tool warnings: 72
- RR Startpoint: request_floor[1]
- YS warnings: 1
- Final WS setup: -638 ps
- Die height: 69.0 um
- Area leader share: 33.0%
- Worst relative slew slack: 65.1%
- Worst stage delay on the critical path: 340 ps
- Yosys cell count: 244
- PortBufs: 43
- Share of cells above drive strength 1: 33.9%
- Flops after synth: 53
- FILL cells: 305
- R2R Setup Slk: -640 ps
- Combinational share of power: 14.7%
- Fin. Hold Viols: 0
- Cell Type Count: 37
- CTS tree: yes
- Final Setup Violations: 65
- Dpl cells: 360
- Hold Path End: count2[25]
- DR vias/cell: 4.68
- Vias in the first global route: 1,984
- Pre-CTS setup slack: -753 ps
- Number of I/O pins: 50
- Final slew viol count: 0
- CTS clk-pin slew, worst paths: 40 ps
- CORE AREA: 4320 um^2
- Global-route wire length before repair: 7.80 mm
- Failing checks: setup timing
- WP data required: 1230 ps
- Fp_density: 52.0%
- 1st-pass router iterations: 4
- Gpl congestion: 0.818
- RSZ-0062 raised after global routing: yes
- Routed WL: 4.68 mm
- Crit path cell chain: ha_4 -> nor2b_1 -> o21ai_1 -> a21oi_2 -> buf_4 -> nand2_4 -> inv_4 -> a21oi_4 -> buf_6 -> clkbuf_16 -> nor2_1
- Total grt overflow: 0
- GRT Total Usage: 20.0%
- Slew @ Worst Pin: 519 ps
- Sequential Power Share: 38.8%
- Clk pwr share: 46.6%
- Cells after Synth: 244
- Hold-fix buffers, CTS: 0
- P_int: 1.69 mW
- Via Count: 1,997
- Sw frac: 29.2%
- DIE AREA: 4770 um^2
- Area leader, netlist: dfxtp_1
- Max cap viols: 0
- Syn avg cell area: 9.21 um^2
- Post-route ant nets: 0
- Hold path depth: 1
- Num rows: 24
- Critical path's slowest cell: dfxtp_4
- Pin count of the biggest net entering global routing: 19
- Netlist Area Pre-Place: 2250 um^2
- Critical path class: register to register
- DR iter-0 viols: 50
- Hold Crit Class: register to register
- Core Util, Final: 79.3%
- Endpoints left unconstrained: 26
- Final HPWL DP: 2.90 mm
- Top cells, area: dfxtp_1 33%, buf_4 8.4%, dlxtn_1 8.0%
- Pwr dens: 696 nW/um^2
- Crit end category: register
state kept, by name, summed over array words and instances, names as in the netlist:
| signal | count |
|---|---|
| count2 | 28 |
| out_current_floor | 6 |
| out_request_floor | 6 |
| direction | 5 |
| current_floor | 4 |
| request_floor | 3 |
| led2 | 1 |
per-stage QoR:
stage	setup TNS (ps)	cell area [um^2]	hold WS (ps)
detailed placement	-32530	2910	449
floorplan	-20700	2270	414
finish	-29440	3430	479
CTS	-25360	3280	473
global placement	-31850	2910	448
global route	-33220	3430	533
worst max-delay path, delay by kind of cell (launching register included):
family	cells	cell delay, ps
buf+inv	4	500
compound gates	3	380
flops	1	340
simple gates	3	220
fa+ha+maj	1	210
cells by family (layout without fill, tap and decap cells):
family,count (synthesis),in the layout,synth area share (%)
and+or+nand+nor,98,98,21.5
muxes,2,2,0.891
buffers and inverters,40,168,11.5
DFF,41,41,38.3
other,1,4,0.167
AOI/OAI and AO/OA,14,14,4.18
latches,12,12,8.02
adders and majority gates,8,8,4.45
xor gates and xnor gates,28,28,10.9
worst max path at each step:
stage	slack [ps]	from	end	cells after the start
5_1_grt	-730	request_floor[1]	current_floor[3]	8
4_1_cts	-580	request_floor[1]	current_floor[3]	8
6_report	-640	request_floor[1]	count2[6]	11
power groups by stage:
stage	combinational [mW]	clock [mW]	sequential (mW)
6_report	0.351	1.11	0.925
5_1_grt	0.394	1.26	0.928
4_1_cts	0.331	1.14	0.925
routing by layer:
layer,share of wire [%],vias to the layer above,global-route usage [%]
met3,5.2,5,7.42
met2,45,46,27.6
met5,0,-,0
li1,-,1039,-
met1,49,907,29.9
met4,0.70,0,6.80
timing repair:
item,4_1_cts,5_1_grt
endpoints found under the setup margin,64,64
gates resized,104,28
setup buffers,21,5
cloned,0,2
pin swaps,6,9
cell type report:
cell class              instances  area [um^2]  share of cell area (%)
flip-flops and latches         53         1060                    30.8
clock inverters                41          181                    5.29
inverters                      11         43.8                    1.28
multi-input cells             154         1020                    29.8
clock buffers                   9          114                    3.32
repair buffers                107          945                    27.5
well taps                      52         65.1                    1.90
placed cells by master (no fill, tap or decap), drive strengths merged, types with 2 or more instances in the layout:
master,netlist,final
conb,1,4
a21oi,6,6
nor4,2,2
and3,2,2
xnor2,10,10
inv,12,50
clkdlybuf4s50,0,18
nand3,15,15
clkbuf,1,11
o21bai,2,2
nor2,40,40
dlxtn,12,12
nand4,8,8
o21ai,3,3
edfxtp,4,4
xor2,18,18
nand2,12,12
or3,2,2
dfxtp,37,37
buf,27,87
ha,8,8
nor2b,3,3
mux2i,2,2
nor3,5,5
or4,3,3
synthesized netlist by cell type:
library cell	instances
clkbuf_1	1
ha_1	8
nand3b_1	1
a21oi_4	1
xor2_1	18
edfxtp_1	4
o21ai_0	3
a21oi_1	5
o21bai_1	2
o21a_1	1
xnor2_1	10
nor4_1	2
nor3_1	5
nand4b_1	1
or4_4	2
nand3_1	14
dlxtn_1	12
nand3_2	1
nand2b_1	1
o31ai_1	1
buf_4	25
and4_1	1
dfxtp_1	37
and4b_1	1
conb_1	1
a21boi_0	1
or3_1	2
and3_1	2
nand4_1	8
inv_1	12
mux2i_1	2
nor2_1	40
nand2_1	12
nor2b_1	3
or4_1	1
and2_1	1
buf_6	2
Power is estimated from default activity; no workload was simulated.
